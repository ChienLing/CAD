File: ./run.sh
#!/bin/bash
# OpenROAD 26Q1-2900-gdf79404cd8, Yosys 0.63+post, stock flow scripts
make -C /OpenROAD-flow-scripts/flow DESIGN_CONFIG=/design/flow/config.mk WORK_HOME=/design/flow/orfs finish
File: ./config.mk
export PLATFORM = sky130hd
export DESIGN_NAME = cpu
export DESIGN_NICKNAME = cpu
export VERILOG_FILES = /design/flow/design.v
export SDC_FILE = /design/flow/constraint.sdc
export NUM_CORES = 4
export LEC_CHECK = 1
export CORE_UTILIZATION = 50
File: ./constraint.sdc
current_design cpu

set clk_period 5.5
set clk_io_pct 0.2

create_clock -name clk0 -period $clk_period [get_ports {clk}]

set non_clock_inputs [all_inputs -no_clocks]
set_input_delay [expr $clk_period * $clk_io_pct] -clock clk0 $non_clock_inputs
set_output_delay [expr $clk_period * $clk_io_pct] -clock clk0 [all_outputs]
File: ./design.v
module ram16x8 (data_out, clk, w_mem, address, data_in);
input[3:0] address;
input[7:0] data_in;
input w_mem, clk;
output[7:0] data_out;
reg[7:0] ram_data[15:0]; 
reg[7:0] data_out;
always@(posedge clk)begin
	if (w_mem == 1'b0)
		data_out = ram_data[address];
	else if(w_mem == 1'b1)
		ram_data[address] = data_in;
	else
		data_out = 8'hz;
end
endmodule
module cpu(out, in, clk, reset);
parameter DATA_IN=0, REG_C_O=1, ALU_OUT=2, MEM_OUT=3;
input[7:0] in;
input clk, reset;
output[7:0] out;
reg[7:0] reg_a, reg_b, reg_c, instr, write_data, out;
wire[7:0] in, mem_out, alu_out;
wire clk, reset;
wire [3:0] addr;
wire [1:0] sel;
wire ready, w_out, w_reg_a, w_reg_b, w_reg_c, w_mem;
always@(alu_out or in or mem_out or reg_c or sel)begin
	if (sel == DATA_IN) 
		write_data = in;
	else if (sel == REG_C_O) 
		write_data = reg_c;
	else if (sel == ALU_OUT) 
		write_data = alu_out;
	else if (sel == MEM_OUT) 
		write_data = mem_out;
end   
always@(posedge clk)begin
	if(reset)begin
		instr = 0;
		reg_a = 0;
		reg_b = 0;
		reg_c = 0;
		out = 0;
	end
	else begin
	    instr = in;
		if(ready)begin
			if (w_reg_c)
				reg_c = write_data;
			else if (w_reg_a)
				reg_a = write_data;
			else if (w_reg_b)
				reg_b = write_data;
			else if (w_out)
				out = write_data;
			else
				out = 0;
		end
	end
end
ram16x8 r1(
	.data_out	(mem_out[7:0]),
	.address	(addr[3:0]),
	.data_in	(write_data[7:0]),
	.w_mem		(w_mem),
	.clk		(clk));
ALU a1(
	.alu_out	(alu_out[7:0]),
	.reg_a		(reg_a[7:0]),
	.reg_b		(reg_b[7:0]),
	.sel_fun	(instr[6:4]));
Control c1(
	.addr		(addr[3:0]),
	.sel		(sel[1:0]),
	.ready		(ready),
	.w_out		(w_out),
	.w_reg_a	(w_reg_a),
	.w_reg_b	(w_reg_b),
	.w_reg_c	(w_reg_c),
	.w_mem		(w_mem),
	.opcode		(instr[7:0]),
	.clk		(clk),
	.reset		(reset));
endmodule
module Control(opcode, clk, reset, addr, sel, ready,
		w_out, w_reg_a, w_reg_b, w_reg_c, w_mem) ;
parameter DATA_IN=0, REG_C_O=1, ALU_OUT=2, MEM_OUT=3;
parameter ST_0=0, ST_1=1, ST_2=2, ST_3=3;
input[7:0] opcode;
input clk, reset;
output[3:0] addr;
output[1:0] sel;
output ready, w_out, w_reg_a, w_reg_b, w_reg_c, w_mem;
reg[3:0] addr;
reg[1:0] sel;
reg ready, w_mem, w_out, w_reg_a, w_reg_b, w_reg_c;
reg[1:0] current_state, next_state;
always@(posedge clk)begin
	if (!reset)
		current_state = next_state;
	else
		current_state = ST_0;
	end
always@(current_state or opcode)begin
	case(current_state)
	ST_0:begin
		ready = 1;
		addr = opcode[3:0];
		case (opcode[7:4])
		4'b0000:begin  
				w_out=0; w_reg_a=0; w_reg_b=0; w_reg_c=1; w_mem=0;
				sel=ALU_OUT; next_state=ST_0;  
				end
		4'b0001:begin  
				w_out=0; w_reg_a=0; w_reg_b=0; w_reg_c=1; w_mem=0; 
				sel=ALU_OUT; next_state=ST_0;
				end
		4'b0010:begin  
				w_out=0; w_reg_a=0; w_reg_b=0; w_reg_c=1; w_mem=0; 
				sel=ALU_OUT; next_state=ST_0;
				end
		4'b0011:begin  
				w_out=0; w_reg_a=0; w_reg_b=0; w_reg_c=1; w_mem=0; 
				sel=ALU_OUT; next_state=ST_0;
				end
		4'b0100:begin  
				w_out=0; w_reg_a=0; w_reg_b=0; w_reg_c=1; w_mem=0;
				sel=ALU_OUT; next_state=ST_0;
				end
		4'b0101:begin  
				w_out=0; w_reg_a=0; w_reg_b=0; w_reg_c=1; w_mem=0;
				sel=ALU_OUT; next_state=ST_0;
				end
		4'b0110:begin  
				w_out=1; w_reg_a=1; w_reg_b=0; w_reg_c=0; w_mem=0;
				sel=DATA_IN; 
				next_state=ST_1;
				end
		4'b0111:begin  
				w_out=0; w_reg_a=0; w_reg_b=1; w_reg_c=0; w_mem=0; 
				sel=DATA_IN; 
				next_state=ST_1;
				end
		4'b1000:begin  
				w_out=0; w_reg_a=0; w_reg_b=0; w_reg_c=0; w_mem=1; 
				sel=DATA_IN; next_state=ST_2;
				end
		4'b1001:begin  
				w_out=0; w_reg_a=0; w_reg_b=0; w_reg_c=0; w_mem=1; 
				sel=REG_C_O; next_state=ST_0;
				end
		4'b1010:begin  
				w_out=0; w_reg_a=0; w_reg_b=0; w_reg_c=1; w_mem=0; 
				sel=MEM_OUT; next_state=ST_3;  
				end
		4'b1011:begin  
				w_out=1; w_reg_a=0; w_reg_b=0; w_reg_c=0; w_mem=0;
				sel=REG_C_O; next_state=ST_0;
				end
		4'b1100:begin  
				w_out=1; w_reg_a=0; w_reg_b=0; w_reg_c=0; w_mem=0; 
				sel=DATA_IN; next_state=ST_3; 
				end
		4'b1101:begin  
				w_out=0; w_reg_a=1; w_reg_b=0; w_reg_c=0; w_mem=0;
				sel=REG_C_O; next_state=ST_0;
				end
		4'b1110:begin  
				w_out=0; w_reg_a=0; w_reg_b=1; w_reg_c=0; w_mem=0;
				sel=REG_C_O; next_state=ST_0;
				end
		default:begin
				w_out=0; w_reg_a=0; w_reg_b=0; w_reg_c=0; w_mem=0;
				sel=ALU_OUT; next_state=ST_0;
				ready = 0;
				end
		endcase
	end
	ST_1 : begin  
			ready = 0; addr = 0;
			next_state = ST_0;
			end
	ST_2 : begin  
			ready = 0; 
			w_mem = 0;
			next_state = ST_0; 
			end
	ST_3 : begin  
			ready = 0; 
			next_state = ST_0;
			end       
	endcase 
end
endmodule
module ALU(alu_out, reg_a, reg_b, sel_fun) ;
input[7:0]  reg_a, reg_b;
input[2:0] 	sel_fun;
output[7:0] alu_out;
reg[7:0] 	alu_out;
always@(reg_a or reg_b or sel_fun)begin
	case (sel_fun) 
	3'b000 : alu_out = reg_a + reg_b;
	3'b001 : alu_out = reg_a - reg_b;
	3'b010 : alu_out = reg_a + 1;
	3'b011 : alu_out = reg_a - 1;
	3'b100 : alu_out = reg_a + reg_b + 1;
	3'b101 : alu_out = (-reg_a);
	default: alu_out = 8'bx;
	endcase
end
endmodule
==> out/qor.csv <==
stage,metric,value,unit
status,status,"complete, no violations",
final_timing,drv_slew,0,
clock_network,clock.latency.late_pin,0.43,ns
die,core_area,0.01724,sq mm
power,p_switching,0.6486,mW
setup_path,cp_slowest_cell,dfxtp_1,
logic_synthesis,yosys-stat-cells,636,
setup_path,critPathCaptureType,flip-flop,
route,detail-route-antenna-nets,0,
global_route,grt_max_degree,47,
route,drtPass1Iterations,5,
final_timing,setup_viol,0,
clock_network,clkTransAtPathRegs,0.07,ns
logic_synthesis,top_cells_by_area,"edfxtp_1 (46%), dfxtp_1 (12%), mux4_1 (7.7%)",
finish,drive_above_1_share,12.35,%
clock_network,htreeDepth,4,
route,wl,19490,um
setup_path,worst_setup_path_start_kind,flip-flop,
route,avgViaCountPerCell,5.828,
final_timing,unclocked_regs,19,
final_timing,timing.slew.headroom,50.07,%
clock_network,cts_root_buffer,clkbuf_16,
setup_path,crit_type,reg2reg,
global_route,grt.total_usage,25.17,%
die,fp_util,51.18,%
route,vias,5274,
power,swShare,22.54,%
power,comb_power_share,4.3,%
setup_path,critPathMaxStageDelay,0.76,ns
power,p_leak,3.563,nW
logic_synthesis,syn_inst,636,
clock_network,cts-buffers-inserted,17,
logic_synthesis,syn_area_per_cell,13.87,sq um
logic_synthesis,netlist_area,0.008822,sq mm
final_timing,period_minus_slack,4.500,ns
final_timing,post-route-period-util,81.82,%
finish,area_growth,12.01,%
route,wl_per_cell,21.53,um
power,peakVddDrop,0.3319,mV
final_timing,whs,0.4290,ns
power,power_density,291.2,mW/mm^2
setup_path,required,5.85,ns
finish,fillers,1297,
global_route,grt_first_pass_wirelength,30470,um
global_route,antenna_found_initial,1,
setup_path,critPathArrivalTime,4.85,ns
logic_synthesis,largest_area_cell,edfxtp_1,
die,die_w,134.8,um
final_timing,untimed_endpoints,155,
logic_synthesis,ys_ff,206,
power,p_clk_share,41.2,%
global_route,grt_pass1_vias,5315,
logic_synthesis,ys_chip_area,0.008822,sq mm
logic_synthesis,most_common_cell,edfxtp_1,
die,num_rows,48,
setup_path,r2r-start,instr[4]$_SDFF_PP0_,
place,place_congestion,0.9530,
logic_synthesis,ys.warnings.count,5,
final_timing,setup-tns-final,0,ns
final_timing,fmax,222.2,MHz
worst_hold_path,min_path_type,reg2reg,
power,p_seq_share,54.5,%
logic_synthesis,yosysTopAreaCellShare,46.29,%
logic_synthesis,ys.flop_type,edfxtp_1,
route,antenna_cells,0,
final_timing,fin_worst_skew,0.009801,ns
die,die-height,134.8,um
worst_hold_path,hold_path_depth,1,
worst_hold_path,holdPathEnd,c1.current_state[1]$_SDFF_PP0_,
die,dieArea,0.01818,sq mm
setup_path,crit_path_max_fanout,20,
clock_network,cts_resized,0,
die,io_pins,18,
final_timing,rsz0062_at_grt,no,
clock_network,cts_tree,done,
final_timing,worst_slew_pin_slew,0.7433,ns
clock_network,hold_buffers,0,
place,dp.final_hpwl,12850,um
setup_path,worstRegToRegCells,17,
clock_network,postCtsSetupRepairBufs,0,
power,power.internal,2.229,mW
logic_synthesis,yosysUniqueCellTypes,58,
route,drc_errors,0,
logic_synthesis,synth.top_cells.by_count,"edfxtp_1 (136), nor2_1 (64), dfxtp_1 (51)",
logic_synthesis,edf_count,136,
global_route,grt_overflow_total,0,
clock_network,cts_buffer_depth,2,
final_timing,hold_violations,0,
job,tool_warnings,29,
job,cap_violations,0,
setup_path,r2r-end,out[5]$_SDFFE_PP0P_,
place,portBuffers,17,
setup_path,path_cells,"nor2b_1, nor2_1, nor2_1, a21oi_1, a21oi_1, nor2_1, ha_1, o21a_1, o31a_1, o21ai_0, nor2b_1, xnor2_1, nor3_1, a211oi_1, dlxtn_1, nand3_1, a21oi_1",
route,drt_iter0_markers,415,
setup_path,rrSetupSlack,1.0,ns
logic_synthesis,async_reset_ff_share,0,%
==> metal layers <==
layer | up-vias | global-route usage [%] | routed length, um
met4 | 0 | 4.120 | 433
met3 | 30 | 12.07 | 1826
met5 | - | 0 | 0
met2 | 224 | 37.43 | 9283
li1 | 2477 | - | -
met1 | 2543 | 37.60 | 7940
==> stage by stage <==
| step | util [%] | instance area [sq um] | total power [mW] | setup WS (ns) | std cells |
|---|---|---|---|---|---|
| floorplan | - | 8848 | 1.675 | 1.987 | 643 |
| global placement | 53.96 | 9300 | 1.718 | 1.132 | 874 |
| detailed placement | 53.96 | 9300 | 1.722 | 1.070 | 874 |
| CTS | 57.33 | 9882 | 2.900 | 1.015 | 905 |
| global route | 57.33 | 9882 | 2.982 | 0.5958 | 905 |
| finish | 57.33 | 9882 | 2.878 | 0.9999 | 905 |
==> cell families after synthesis <==
family / synth area share (%)
other: 0.04251
buffers and inverters: 2.439
flip-flops: 57.86
AND-OR/OR-AND: 6.170
multiplexers: 15.22
adder cells (fa/ha/maj): 3.432
AND/OR/NAND/NOR: 10.41
latches: 3.234
XOR/XNOR: 1.191
==> worst max-delay path: cells and delay by family, from the launching register on <==
kind            cells  cell delay, ns
simple gates        7            1.16
fa+ha+maj           1            0.35
latches             1            0.76
compound gates      7            1.25
xor+xnor            1            0.14
flops               1            0.76
==> power by group through the flow <==
stage / sequential, mW / clock (mW) / combinational, mW
5_1_grt: 1.57 / 1.27 / 0.137
4_1_cts: 1.57 / 1.21 / 0.123
6_report: 1.57 / 1.19 / 0.123
==> placed cells by master, fill, tap and decap left out, types with 17 or more instances in the layout <==
cell             count
clkdlybuf4s50_1     17
mux4_2              17
clkbuf_16           17
edfxtp_1           136
buf_4               21
nand2_1             40
nor2b_1             17
dfxtp_1             51
dlxtn_1             18
mux2i_1             22
a21oi_1             38
ha_1                21
mux4_1              26
nor2_1              64
==> how the worst max path moves through the flow <==
stage / startpoint / to / slack, ns
after global routing: instr[4]$_SDFF_PP0_ / out[5]$_SDFFE_PP0P_ / 0.60
final: instr[4]$_SDFF_PP0_ / out[5]$_SDFFE_PP0P_ / 1.0
after CTS: instr[4]$_SDFF_PP0_ / out[5]$_SDFFE_PP0P_ / 1.02
==> area by class of cell <==
type	instances	area, sq um	area share, %
Clock inverter	14	156.4	1.583
Timing Repair Buffer	38	327.8	3.317
Inverter	15	56.30	0.5698
Tap cell	225	281.5	2.849
Clock buffer	17	425.4	4.305
Sequential cell	206	5391	54.56
Multi-Input combinational cell	390	3243	32.82
==> registers in the layout, indices dropped and copies added (netlist names), named ones only <==
signal	cells
instr	7
reg_b	8
c1.addr	4
c1.w_mem	1
r1.data_out	8
c1.sel	2
c1.current_state	2
reg_c	8
out	8
r1.ram_data	128
c1.w_reg_c	1
c1.w_reg_b	1
c1.w_reg_a	1
c1.w_out	1
reg_a	8
write_data	8
Power figures rest on the tool's default switching activity, not on a simulated workload.
